--- flow/design.v ---
module VCBDmSE(ce, Q, sys_clk, TC, s, CEO);
input ce;
output reg [3:0] Q = 4'd0;
input sys_clk;
output wire TC;
input s;
output wire CEO;
assign TC = (Q == 0);
assign CEO = ce & TC;
always @(posedge sys_clk)
begin
        Q <= s ? 4'd15 : ce ? Q - 4'd1 : Q;
end
endmodule
module VCBmCLED(ce, Q, up, CEO, di, TC, L, sys_clk, clr);
input ce;
output reg [3:0] Q = 0;
input up;
output wire CEO;
input [3:0] di;
output wire TC;
input L;
input sys_clk;
input clr;
assign TC = up ? (Q == 15) : (Q == 0);
assign CEO = ce & TC;
always @(posedge clr or posedge sys_clk)
begin
        if (clr)
                Q <= 0;
        else
                Q <= L ? di : (up & ce) ? Q + 4'd1 :
                              (!up & ce) ? Q - 4'd1 : Q;
end
endmodule
module VCD4RE(ce, Q, sys_clk, TC, R, CEO);
input ce;
output reg [3:0] Q = 0;
input sys_clk;
output wire TC;
input R;
output wire CEO;
assign TC = (Q == 9);
assign CEO = ce & TC;
always @(posedge sys_clk)
begin
        Q <= R ? 0 : ce ? TC ? 0 : Q + 1 : Q;
end
endmodule
module VCJmRE(ce, TC, sys_clk, CEO, R, Q);
input ce;
output wire TC;
input sys_clk;
output wire CEO;
input R;
output reg [3:0] Q = 0;
assign TC = (Q == 15);
assign CEO = ce & TC;
always @(posedge sys_clk)
begin
        Q <= R ? 0 : ce ? Q << 1 | !Q[3] : Q;
end
endmodule
module counter_mix(sys_clk, scathod, ssegment, led);
input sys_clk;
output wire [6:0] ssegment;
output wire [3:0] scathod;
output reg [2:0] led = 3'b111;
reg [19:0] count = 0;
reg div_clk = 0;
wire [15:0] digit;
wire [3:0] CEO;
wire [3:0] TC;
reg ce = 1'b1;
reg s = 1'b0;
reg L = 1'b0;
reg up = 1'b1;
reg clr = 1'b0;
reg R = 1'b0;
always @(posedge sys_clk)
begin
        ce <= 1'b1;
        up <= 1'b1;
        count <= count + 1'b1;
        if (count == 20'b1111_1111_1111_1111_1111)
        begin
                div_clk <= div_clk ^ 1'b1;
        end
end
VCBDmSE shift(ce, digit[3:0], div_clk,
              TC[0:0], s, CEO[0:0]);
VCBmCLED shift2(CEO[0:0], digit[7:4], up,
                CEO[1:1], , TC[1:1], L,
                div_clk, clr);
VCD4RE shift3(CEO[1:1], digit[11:8], div_clk,
              TC[2:2], R, CEO[2:2]);
VCJmRE shift4(CEO[2:2], TC[3:3], div_clk,
              CEO[3:3], R, digit[15:12]);
seven_seg display(sys_clk, scathod, ssegment, digit);
endmodule
module seven_seg(sys_clk, scathod, ssegment, digit);
input sys_clk;
output reg [6:0] ssegment = 0;
output reg [3:0] scathod = 0;
input [15:0] digit;
reg [3:0] out_seg = 0;
reg [11:0] dyn_indic_count = 0;
reg [1:0] showing_digit = 0;
always @(posedge sys_clk)
begin
        dyn_indic_count <= dyn_indic_count + 1'b1;
        if (dyn_indic_count == 12'b1111_1111_1111)
        begin
                showing_digit <= showing_digit + 1'b1;
        end
        case (showing_digit)
        2'b00:
        begin
                out_seg <= digit[3:0];
                scathod <= 4'b0111;
        end
        2'b01:
        begin
                out_seg <= digit[7:4];
                scathod <= 4'b1011;
        end
        2'b10:
        begin
                out_seg <= digit[11:8];
                scathod <= 4'b1101;
        end
        2'b11:
        begin
                out_seg <= digit[15:12];
                scathod <= 4'b1110;
        end
        endcase
end
always @(*)
begin
        case (out_seg)
        4'h0: ssegment <= 7'b0111111;
        4'h1: ssegment <= 7'b0000110;
        4'h2: ssegment <= 7'b1011011;
        4'h3: ssegment <= 7'b1001111;
        4'h4: ssegment <= 7'b1100110;
        4'h5: ssegment <= 7'b1101101;
        4'h6: ssegment <= 7'b1111101;
        4'h7: ssegment <= 7'b0000111;
        4'h8: ssegment <= 7'b1111111;
        4'h9: ssegment <= 7'b1101111;
        4'ha: ssegment <= 7'b1110111;
        4'hb: ssegment <= 7'b1111100;
        4'hc: ssegment <= 7'b0111001;
        4'hd: ssegment <= 7'b1011110;
        4'he: ssegment <= 7'b1111001;
        4'hf: ssegment <= 7'b1110001;
        endcase
end
endmodule
--- flow/run.sh ---
#!/bin/bash
# OpenROAD 26Q1-2900-gdf79404cd8, Yosys 0.63+post, stock flow scripts
make -C /OpenROAD-flow-scripts/flow DESIGN_CONFIG=/design/flow/config.mk WORK_HOME=/design/flow/orfs finish
--- flow/config.mk ---
export PLATFORM = sky130hd
export DESIGN_NAME = counter_mix
export DESIGN_NICKNAME = counter_mix
export VERILOG_FILES = /design/flow/design.v
export SDC_FILE = /design/flow/constraint.sdc
export NUM_CORES = 4
export LEC_CHECK = 1
export CORE_UTILIZATION = 50
--- flow/constraint.sdc ---
current_design counter_mix

set clk_period 5.2
set clk_io_pct 0.2

create_clock -name clk0 -period $clk_period [get_ports {sys_clk}]

set non_clock_inputs [all_inputs -no_clocks]
set_input_delay [expr $clk_period * $clk_io_pct] -clock clk0 $non_clock_inputs
set_output_delay [expr $clk_period * $clk_io_pct] -clock clk0 [all_outputs]
==> results.yml <==
# physical design summary
placement:
  placed_area_um2: 2690
  gp_congestion: 0.813
  dp_hpwl_mm: 2.67
  port-buffer-count: 11
  dp_cells: 306
  post-place-ws_ns: 2.35
grt:
  grt-ovfl-total: 0
  track_usage_pct: 15.1
  grtUsageMet2_pct: 22.8
  busiest_layer: "met1"
  met1_usage_pct: 23.0
  antenna_found_initial: 0
  grt_max_degree: 18
  use_met3_pct: 4.48
  grt_pass1_vias: 1414
  grt_first_pass_wirelength_mm: 6.13
flow_run:
  tool_warnings: 36
  maxCapViolCount: 0
final_timing:
  timing.final.crit_period_ns: 3.17
  tns_ns: 0
  setup_viol: 0
  layout_setup_ws_ns: 2.03
  fin_hold_ws_ns: 0.402
  fmax_mhz: 315
  hold_viol: 0
  period_used_pct: 61.0
  unclocked_pins: 16
  untimed_endpoints: 28
  rsz0062_at_grt: "no"
  maxSlewViolCount: 0
  finalClockSkew_ns: 0.00255
clocking:
  cts_resized: 0
  clkSlewWorstSetupHoldPaths_ns: 0.08
  cts-root-buf: "clkbuf_8"
  clk_latency_ns: 0.29
  clockBufferDepth: 2
  cts_inserted_buffers: 5
  htreeDepth: 2
  post-cts-setup-buffers: 0
  cts_hold_buffers: 0
  cts_tree: "yes"
floorplan:
  coreArea_um2: 4790
  die_h_um: 73.0
  io_pins: 15
  die_area_um2: 5330
  initial_core_util_pct: 52.7
  std_cell_rows: 25
  die_width_um: 73.0
logic_synthesis:
  edf_count: 15
  common_cells: "dfxtp_1 (44), inv_1 (25), xnor2_1 (19)"
  netlist_instances: 231
  ys.warnings.count: 6
  postSynthAreaPerCell_um2: 10.9
  synth_area_um2: 2520
  top_cells_by_area: "dfxtp_1 (35%), edfxtp_1 (18%), ha_1 (8.9%)"
  ys_cells: 231
  most_common_cell: "dfxtp_1"
  ys.flops: 59
  postSynth.asyncResetShare_pct: 0
  flop_cell: "dfxtp_1"
  ys_types: 35
  synth-seq-area-share_pct: 52.8
  yosys_area_um2: 2520
  netlist.area_leader.share_pct: 34.9
  largest_area_cell: "dfxtp_1"
route:
  dr_total_vias: 1556
  diodes: 0
  drt-initial-drc-count: 50
  drc: 0
  drtPass1Iterations: 6
  final_antenna_net_count: 0
  drt-total-wl_mm: 3.53
  routedWlPerCell_um: 11.2
  avgViaCountPerCell: 4.96
min_path:
  hold_path_startpoint: "display.dyn_indic_count[0]$_DFF_P_"
  hold_end: "display.dyn_indic_count[0]$_DFF_P_"
  hp-class: "register to register"
  holdPathStages: 1
layout:
  drive_gt1_share_pct: 5.67
  fill_cells: 400
  regArea_um2: 1330
  syn_to_final_growth_pct: 11.5
  combGateArea_um2: 1070
  instances_no_fill: 314
  fin_area_um2: 2810
power_and_ir_drop:
  ir_worst_vdd_mv: 0.188
  p_leak_uw: 0.00108
  p_per_area_nw_per_um2: 211
critical_path:
  rr_worst_depth: 4
  timing.rr.end: "div_clk$_DFFE_PN_"
  critPathLaunchType: "register"
  critPathKind: "register to output pin"
  r2r_slack_ns: 3.58
  worstPathMaxFanout: 5
  cp.required_ns: 4.16
  crit_arrival_ns: 2.13
  critPathCaptureType: "output pin"
  r2r-start: "count[0]$_DFF_P_"
run_status:
  status: "completed"
-- layout make-up --
class	instances	share of cell area [%]
multi-input combinational	142	37.9
inverter	27	3.61
tap	67	2.98
timing repair buffer	11	3.92
sequential	59	47.4
clock inverter	2	1.25
clock buffer	6	2.94
-- layer usage --
metal | share of wire (%) | routed length, um
met3 | 3.1 | 108
met2 | 45 | 1600
met1 | 50 | 1760
met4 | 1.6 | 55
met5 | 0 | 0
-- worst max path at each step --
stage / depth (start not counted) / slack, ns / end / start
after CTS: 6 / 2.02 / ssegment[3] / display.out_seg[1]$_DFF_P_
after global routing: 6 / 1.93 / ssegment[3] / display.out_seg[1]$_DFF_P_
final: 6 / 2.03 / ssegment[3] / display.out_seg[1]$_DFF_P_
-- sequential cells by signal, summed over array words and instances (netlist names) --
name and cells:
count 20, display.dyn_indic_count 12, display.out_seg 4, display.scathod 4, display.showing_digit 2, div_clk 1
shift.Q 4, shift2.Q 4, shift3.Q 4, shift4.Q 4
-- cell families (layout without fill, tap and decap cells) --
family | after synthesis | count (layout) | share of synthesized area [%]
and+or+nand+nor | 67 | 67 | 14.6
DFF | 59 | 59 | 52.8
xor gates and xnor gates | 32 | 32 | 11.1
buffers and inverters | 32 | 46 | 5.21
adders and majority gates | 18 | 18 | 8.93
AOI/OAI and AO/OA | 17 | 17 | 4.66
muxes | 5 | 5 | 2.48
other | 1 | 3 | 0.149
-- layout by cell type, fill, tap and decap left out, drive strengths merged, types with 4 or more instances in the layout --
cell type      instances
dfxtp                 44
inv                   26
xnor2                 19
a222oi                 4
nor2                  15
clkdlybuf4s50         11
edfxtp                15
ha                    18
mux2i                  4
nand4                  6
o21ai                  6
clkbuf                 6
xor2                  13
nand2                 14
nand3                 16
-- critical path, stage by stage, from the launching register on --
cell and delay (ns):
dfxtp_1 0.38, inv_1 0.13, ha_1 0.31, inv_1 0.06, mux4_2 0.46, inv_1 0.06, clkdlybuf4s50_1 0.45
-- power by group --
group          leakage (uW)  internal (uW)  switching [uW]
combinational      0.000492              0          0.0567
sequential         0.000526            332               0
clock             0.0000612            155             106
-- stage by stage --
step,total power (uW),util (%)
2_1_floorplan,342,-
3_3_place_gp,340,56.3
3_5_place_dp,340,56.3
4_1_cts,603,58.7
5_1_grt,620,58.7
6_report,594,58.7
No activity file was given, so power comes from the tool's default toggle rates.
