**run.sh**
```bash
#!/bin/bash
# OpenROAD 26Q1-2900-gdf79404cd8, Yosys 0.63+post, stock flow scripts
make -C /OpenROAD-flow-scripts/flow DESIGN_CONFIG=/design/flow/config.mk WORK_HOME=/design/flow/orfs finish
```
**constraint.sdc**
```tcl
current_design freq_counter

set clk_period 9.5
set clk_io_pct 0.2

create_clock -name clk0 -period $clk_period [get_ports {sys_clk}]

set non_clock_inputs [all_inputs -no_clocks]
set_input_delay [expr $clk_period * $clk_io_pct] -clock clk0 $non_clock_inputs
set_output_delay [expr $clk_period * $clk_io_pct] -clock clk0 [all_outputs]
```
**config.mk**
```make
export PLATFORM = sky130hd
export DESIGN_NAME = freq_counter
export DESIGN_NICKNAME = freq_counter
export VERILOG_FILES = /design/flow/design.v
export SDC_FILE = /design/flow/constraint.sdc
export NUM_CORES = 4
export LEC_CHECK = 1
export CORE_UTILIZATION = 50
```
**design.v**
```verilog
module countpro(sys_clk, key, out_signal);
input sys_clk;
input key;
output reg out_signal = 0;
reg [63:0] count = 64'd0;
always @(posedge sys_clk)
begin
        out_signal <= (count == 0) ? 1'b1 : 1'b0;
        count <= count + 1;
        if (key == 0)
                if (count >= 64'd85) 
                        count <= 0;
        if (key == 1)
                if (count >= 64'd213) 
                        count <= 0;
end
endmodule
module bcd(number, hundreds, tens, ones);
input  [8:0] number;
output reg [3:0] hundreds;
output reg [3:0] tens;
output reg [3:0] ones;
reg [19:0] shift;
integer i;
always @(number)
begin
        shift[19:8] = 0;
        shift[7:0] = number[7:0];
        for (i=0; i < 8; i = i + 1)
        begin
                if (shift[11:8] >= 5)
                        shift[11:8] = shift[11:8] + 4'd3;
                if (shift[15:12] >= 5)
                        shift[15:12] = shift[15:12] + 4'd3;
                if (shift[19:16] >= 5)
                        shift[19:16] = shift[19:16] + 4'd3;
                shift = shift << 1;
        end
        hundreds = shift[19:16];
        tens     = shift[15:12];
        ones     = shift[11:8];
end
endmodule
module freq_counter(sys_clk, scathod, ssegment, led, key);
input sys_clk;
input key;
output wire [6:0] ssegment;
output wire [3:0] scathod;
output reg [2:0] led = 3'b111;
reg [63:0] count = 0;
wire [15:0] digit;
reg [15:0] reg_dig = 0;
assign digit = reg_dig;
wire signal;
reg PB_sync_0 = 1'b0;
reg PB_sync_1 = 1'b0;
reg PB_state = 1'b0;
reg [21:0] PB_cnt;
wire PB_cnt_max = &PB_cnt;
wire PB_idle = (PB_state == PB_sync_1);
reg count_en = 1'b0;
wire [3:0] hunds;
wire [3:0] tens;
wire [3:0] ones;
always @(posedge sys_clk)
begin
        PB_sync_0 <= ~key;
        PB_sync_1 <= PB_sync_0;
        if (PB_idle)
                PB_cnt <= 0;
        else
        begin
                PB_cnt <= PB_cnt + 22'd1;
                if (PB_cnt_max)
                        PB_state <= ~PB_state;
        end
end
always @(posedge sys_clk)
begin
        count <= (count_en) ? count + 64'd1 : 64'd0;
end
always @(posedge signal)
begin
        if (count)
        begin
                reg_dig[3:0] <= ones;
                reg_dig[7:4] <= tens;
                reg_dig[11:8] <= hunds;
        end
        count_en <= count_en + 1'b1;
end
countpro generator(sys_clk, PB_state, signal);
seven_seg display(sys_clk, scathod, ssegment, digit);
bcd conv(count[8:0], hunds, tens, ones);
endmodule
module seven_seg(sys_clk, scathod, ssegment, digit);
input sys_clk;
output reg [6:0] ssegment = 0;
output reg [3:0] scathod = 0;
input [15:0] digit;
reg [3:0] out_seg = 0;
reg [11:0] dyn_indic_count = 0;
reg [1:0] showing_digit = 0;
always @(posedge sys_clk)
begin
        dyn_indic_count <= dyn_indic_count + 1'b1;
        if (dyn_indic_count == 12'b1111_1111_1111)
        begin
                showing_digit <= showing_digit + 1'b1;
        end
        case (showing_digit)
        2'b00:
        begin
                out_seg <= digit[3:0];
                scathod <= 4'b0111;
        end
        2'b01:
        begin
                out_seg <= digit[7:4];
                scathod <= 4'b1011;
        end
        2'b10:
        begin
                out_seg <= digit[11:8];
                scathod <= 4'b1101;
        end
        2'b11:
        begin
                out_seg <= digit[15:12];
                scathod <= 4'b1110;
        end
        endcase
end
always @(*)
begin
        case (out_seg)
        4'h0: ssegment <= 7'b0111111;
        4'h1: ssegment <= 7'b0000110;
        4'h2: ssegment <= 7'b1011011;
        4'h3: ssegment <= 7'b1001111;
        4'h4: ssegment <= 7'b1100110;
        4'h5: ssegment <= 7'b1101101;
        4'h6: ssegment <= 7'b1111101;
        4'h7: ssegment <= 7'b0000111;
        4'h8: ssegment <= 7'b1111111;
        4'h9: ssegment <= 7'b1101111;
        4'ha: ssegment <= 7'b1110111;
        4'hb: ssegment <= 7'b1111100;
        4'hc: ssegment <= 7'b0111001;
        4'hd: ssegment <= 7'b1011110;
        4'he: ssegment <= 7'b1111001;
        4'hf: ssegment <= 7'b1110001;
        endcase
end
endmodule
```
==> ci_impl_report.md <==
### Flow metrics

| Metric | Value |
|---|---|
| Minimum clock period | 4.11 ns |
| Pre-Place Util | 51.4% |
| Peak VDD IR | 0.155 mV |
| # rows | 45 |
| Max-slew violations | 0 |
| Count of unclocked register or latch pins | 11 |
| Register-to-register setup slack | 6.62 ns |
| Clock-pin slew on the worst setup and hold paths | 0.07 ns |
| XOR-XNOR Cells, Area Fraction | 9.89% |
| Total GRT Usage | 17.6% |
| Post-CTS sizing | 0 |
| Worst Hold Class | flop to flop |
| Status | complete, no violations |
| Mapped Avg Cell Area | 9.61 sq um |
| Crit path required time | 7.60 ns |
| Dominant register cell | dfxtp_1 |
| Crit path DAT | 2.21 ns |
| Synth Seq Share | 49.2% |
| Mux area share | 1.97% |
| RSZ-0062 raised after global routing | no |
| Leakage | 3.35 nW |
| Final setup vio count | 0 |
| Via density | 5.01 |
| Hold Path Cell Cnt | 0 |
| Core area | 15300 sq um |
| Post CTS Setup Buffer Count | 0 |
| GR Util met3 | 3.16% |
| Die area | 16300 sq um |
| Routability cong. | 0.826 |
| Synth warn | 4 |
| Clk_skew | 0.0102 ns |
| H-tree depth | 4 |
| Top cell excl fill/tap | dfxtp_1 |
| Mapped Area | 7880 sq um |
| Adder-Cell Fraction of Synth Area | 4.45% |
| GRT busiest layer | met2 |
| Port Buffers | 12 |
| Met2 usage | 28.4% |
| DRT iter0 DRCs | 232 |
| CP Capture Type | output port |
| Ys async rst share | 0% |
| Most frequent cells in the layout | 174 x dfxtp_1, 104 x nor2_1, 61 x xor2_1 |
| Drt total wl | 12900 um |
| Critical path type | flop to output port |
| DR pass1 iterations | 4 |
| Area Overhead vs Synth | 13.9% |
| Layout cells sized above 1 | 6.03% |
| Slew @ Worst Pin | 0.691 ns |
| Latency at later pin | 0.42 ns |
| Cell variety after synth | 63 |
| Post-synth EDFFs | 13 |
| Fin crit share | 43.2% |
| Worst-case reg-to-reg path depth | 7 |
| Final ANT Viol Nets | 0 |
| Final Hold Vio Count | 0 |
| Yosys simple share | 23.7% |
| Slew headroom | 53.9% |
| CTS Hold Bufs | 0 |
| Crit-path max FO | 5 |
| Yosys chip area | 7880 sq um |
| Hpwl dp | 8890 um |
| Vias | 5549 |
| Worst Hold Launch | PB_sync_0 |
| F_max | 243 MHz |
| Crit path launch type | flop |
| Fill cells | 1285 |
| Reg2reg end | count[35] |
| Number of unconstrained endpoints | 21 |
| Power density cells | 162 nW/um^2 |
| Routed WL per cell | 11.7 um |
| Registers, synthesis | 187 |
| Gr ovfl total | 0 |
| OpenROAD warning count | 42 |
| Max-Cap Viols | 0 |
| Met1 GRT Util | 26.9% |
| Crit path from | display.out_seg[0] |
| Pin count of the biggest net entering global routing | 64 |
| Worst reg2reg path startpoint | count[7] |
| Post-synthesis cell count from yosys | 820 |
| DRC viols | 0 |
| ANT cells | 0 |
| Number of global-route vias before repair | 5077 |
| Clk buf depth | 2 |
| Initial antenna violation count | 0 |
| Clock root cell | clkbuf_16 |
| Synth Instances | 820 |
| Comb area leader | simple AND/OR/NAND/NOR gates |
| IO Count | 16 |
| CTS tree | yes |
| Fin util | 58.6% |
| Hold Path End | PB_sync_1 |
| Num CTS Buffers | 17 |
| Die H | 128 um |
| Die x size | 128 um |
| Fin Setup TNS | 0 ns |
| First-pass GRT wire length | 22800 um |
| And-or/or-and share of the synthesized area | 7.89% |
## registers in the layout, indices dropped and copies added (netlist names)
signal and cells:
display.dyn_indic_count 12, count 64, PB_sync_1 1, count_en 1, PB_cnt 22, PB_sync_0 1
reg_dig 10, display.scathod 4, generator.count 64, generator.out_signal 1, display.showing_digit 2, display.out_seg 4
PB_state 1
## cells by family (layout without fill, tap and decap cells)
group / after synthesis / in the layout
AND-OR/OR-AND: 90 / 90
XOR/XNOR: 89 / 89
adder cells (fa/ha/maj): 28 / 28
buffers and inverters: 50 / 69
flip-flops: 187 / 187
multiplexers: 11 / 11
other: 2 / 59
AND/OR/NAND/NOR: 363 / 363
## synthesized netlist by cell type, types with 21 or more instances
master,number,area share [%]
nand3_1,59,3.7
a21oi_1,21,1.3
dfxtp_1,174,44
or3_1,21,1.7
nor4_1,28,2.2
inv_1,21,1.0
and3_1,23,1.8
nand2_1,49,2.3
nor2_1,104,5.0
nand4_1,21,1.7
ha_1,28,4.4
o21ai_0,27,1.7
xor2_1,61,6.8
xnor2_1,28,3.1
## worst max path at each step
stage,endpoint,slack [ns],cells after the start
after CTS,ssegment[3],5.36,6
after global routing,ssegment[3],5.27,6
final,ssegment[3],5.39,6
## stage by stage
stage / setup WS [ns] / instance area (sq um) / std cells / hold slack (ns) / total power, mW
finish: 5.39 / 8970 / 1107 / 0.342 / 1.45
global route: 5.27 / 8970 / 1107 / 0.353 / 1.50
CTS: 5.36 / 8970 / 1107 / 0.349 / 1.47
detailed placement: 5.83 / 8360 / 1075 / 0.329 / 0.782
global placement: 5.85 / 8360 / 1075 / 0.335 / 0.781
floorplan: 6.38 / 8090 / 877 / 0.310 / 0.780
## per-layer routing
layer | part of all wire [%] | routed length [um]
met4 | 0.70 | 91
met5 | 0 | 0
met3 | 3.3 | 426
met1 | 51 | 6580
met2 | 45 | 5820
## area by class of cell
| cell class | count | area (sq um) | share of cell area, % |
|---|---|---|---|
| Tap cell | 211 | 264 | 2.94 |
| Inverter | 23 | 86.3 | 0.962 |
| Timing Repair Buffer | 14 | 135 | 1.51 |
| Clock inverter | 15 | 189 | 2.11 |
| Clock buffer | 17 | 425 | 4.74 |
| Multi-Input combinational cell | 640 | 4000 | 44.6 |
| Sequential cell | 187 | 3870 | 43.2 |
## report_power, final
part,internal (mW),leakage [nW],switching (mW)
logic,0.00254,1.51,0.00483
registers,0.753,1.54,0.00426
clock network,0.358,0.295,0.327
total,1.11,3.35,0.336
## worst max-delay path, cell delays in order (launching register included)
cell and delay, ns:
dfxtp_1 0.38, inv_1 0.12, ha_1 0.30, inv_1 0.05, mux4_2 0.44, inv_1 0.06
clkdlybuf4s50_1 0.45
Power figures rest on the tool's default switching activity, not on a simulated workload.
