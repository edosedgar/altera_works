### flow/design.v
module VCGrey4RE(sys_clk, Y, ce, CEO, r, TC);
input ce;
output wire TC;
input sys_clk;
output wire CEO;
input r;
output wire [3:0] Y;
reg [4:0] q = 0;
assign TC = (q[4:0] == ((1<<4) | 1));
assign CEO = ce & TC;
assign Y = q[4:1];
always @(posedge sys_clk)
begin
        q[0] <= (r | CEO)? 0 : ce? !q[0]: q[0];
        q[1] <= (r | CEO)? 0 : ((q[0]==0) & ce)? !q[1] : q[1];
        q[2] <= (r | CEO)? 0 : ((q[1:0]==((1<<1) | 1)) & ce)? !q[2] : q[2];
        q[3] <= (r | CEO)? 0 : ((q[2:0]==((1<<2) | 1)) & ce)? !q[3] : q[3];
        q[4] <= (r | CEO)? 0 : ((q[3:0]==((1<<3) | 1)) & ce)? !q[4] : q[4];
end
endmodule
### flow/run.sh
#!/bin/bash
# OpenROAD 26Q1-2900-gdf79404cd8, Yosys 0.63+post, stock flow scripts
make -C /OpenROAD-flow-scripts/flow DESIGN_CONFIG=/design/flow/config.mk WORK_HOME=/design/flow/orfs finish
### flow/config.mk
export PLATFORM = sky130hd
export DESIGN_NAME = VCGrey4RE
export DESIGN_NICKNAME = VCGrey4RE
export VERILOG_FILES = /design/flow/design.v
export SDC_FILE = /design/flow/constraint.sdc
export NUM_CORES = 4
export LEC_CHECK = 1
export CORE_AREA = 10 10 70 70
export DIE_AREA = 0 0 80 80
### flow/constraint.sdc
current_design VCGrey4RE

set clk_period 1.4
set clk_io_pct 0.2

create_clock -name clk0 -period $clk_period [get_ports {sys_clk}]

set non_clock_inputs [all_inputs -no_clocks]
set_input_delay [expr $clk_period * $clk_io_pct] -clock clk0 $non_clock_inputs
set_output_delay [expr $clk_period * $clk_io_pct] -clock clk0 [all_outputs]
==> flow_summary.toml <==
# generated from flow reports
[sta]
fmax_mhz = 738
whs_ps = 492
setup_violations = 0
fin_crit_ps = 1360
skew_ps = 0.741
hold_viol = 0
slew_viol_final = 0
slew_headroom_pct = 90.6
grt_setup_unrepaired = "true"
worst_pin_slew_ps = 141
finalCritPeriodShare_pct = 96.8

[synth]
synth_area_um2 = 253
avgSynthCellArea_um2 = 9.36
ys_cells = 27
topCellsByArea = "dfxtp_1 (40%), buf_4 (12%), nor2_1 (7.4%), xnor2_1 (6.9%), xor2_1 (6.9%)"
ys_types = 13
synth_flops = 5
synth_seq_share_pct = 39.6
yosysTopAreaCell = "dfxtp_1"
yosys_area_um2 = 253
syn-instance-count = 27
yosysTopAreaCellShare_pct = 39.6
synth-warning-count = 1

[pwr]
pwr-share-seq_pct = 37.9
clkPwrFrac_pct = 39.7
p_int_uw = 322
finalPower_uw = 423
switching_share_pct = 23.8
p_leak_nw = 0.207
p_per_area_nw_per_um2 = 852
power_frac_comb_pct = 22.4
vdd.ir_drop.worst_uv = 381
power.switching_uw = 101

[final_layout]
lay_top_cells = "buf_4 (9), nor2_1 (4), dfxtp_2 (4)"
final_layout_size_suffix_gt1_share_pct = 53.2
final_common_cell = "buf_4"
syn_to_final_growth_pct = 96.5
largest-register = "q"
fin_cells = 93
reg.largest.list = "q (5)"
fin_area_um2 = 497
largest_reg_flops = 5

[outcome]
status = "finished, final reports clean"

[placement]
post_dp_cell_area_um2 = 420
placed_cells = 85
place.gp.congestion = 0.631
port_buffers = 8
dpl.hpwl_um = 532

[flow_run]
drv_cap = 0
tool_warnings = 27

[worst_hold_path]
hold_class = "flop to flop"

[clock_tree]
cts_root_buffer = "clkbuf_4"
cts_buffers = 3
clk_latency_ps = 240
htreeDepth = 1
cts.path.max_buffers = 2
tritoncts = "yes"
clk_transition_reported_paths_ps = 40
cts.sinks = 5

[worst_setup_path]
worstPathCellList = "nor2_4 > buf_6 > and4b_2 > buf_2"
crit_arrival_ps = 1080
crit_fanout = 2
crit_path_max_incr_delay_ps = 330
path_class = "flop to output port"
critPathRequiredTime_ps = 1120
slowest_stage = "dfxtp_2"
worstSetupEndpointType = "output port"
cp-start-kind = "flop"

[global_routing]
grt_util_met3_pct = 3.07
grt-busiest-layer = "met3"
grt_pass1_wl_um = 1170
antenna_found_initial = 0
use_met1_pct = 3.06
grt_max_degree = 6
grt_use_total_pct = 2.43
grt_pass1_vias = 243
grt_use_met2_pct = 2.57
grt-ovfl-total = 0

[route]
drt_pass1_iterations = 2
diodes = 0
via_count = 234
drc_errors = 0
ant_nets = 0
first_iter_violations = 4
routed_wirelength_um = 693
wl_per_cell_um = 7.45
viasPerCell = 2.52

[die]
fp.coreArea_um2 = 3420
fp-row-count = 21
die_area_um2 = 6400
die_y_um = 80
die_x_um = 80
initCoreUtil_pct = 7.40
io_pins = 9
## cell type report
type	instances	area, µm²
tap	46	57.6
clock buffer	4	26.3
fill	394	2920
multi-input combinational	18	140
sequential	5	105
timing repair buffer	20	168
## cell families after synthesis
logic type / Yosys count / share of synthesized area [%]
flip-flops: 5 / 39.6
multiplexers: 1 / 3.96
AND/OR/NAND/NOR: 13 / 30.7
XOR/XNOR: 4 / 13.9
buffers and inverters: 4 / 11.9
## metal layers
layer	part of all wire, %	routed length (µm)
met1	46	317
met2	30	208
met3	24	167
met4	0	0
met5	0	0
## worst max-delay path: cells and delay by family (launching register included)
family | cells | cell delay, ps
DFF | 1 | 330
buffers and inverters | 2 | 180
and+or+nand+nor | 2 | 320
## power groups by stage
stage / logic [mW] / clock network, mW / registers, mW
CTS: 0.0936 / 0.177 / 0.160
global route: 0.107 / 0.186 / 0.162
finish: 0.0947 / 0.168 / 0.160
## final timing paths
| path | startpoint | end | slack (ps) | cells after the start |
|---|---|---|---|---|
| worst max-delay path | q[2] | TC | 40 | 4 |
| worst min register to register | q[4] | q[4] | 490 | 2 |
| worst min-delay path | q[4] | q[4] | 490 | 2 |
| worst max register to register | q[1] | q[3] | 340 | 5 |
## stage by stage
step | setup WS, ps | TNS, ps | util (%)
final | 44.5 | 0 | 14.5
after CTS | -38.4 | -38.4 | 14.4
after detailed placement | -494 | -596 | 12.3
after global routing | -50.5 | -82.9 | 14.5
after global placement | -470 | -581 | 12.3
after floorplan | 453 | 0 | -
## cell usage after synthesis
cell type,n
dfxtp_1,5
nor2_1,5
buf_4,4
nand3_1,2
xnor2_1,2
xor2_1,2
and4b_2,1
mux2i_1,1
nand2b_1,1
nand4b_1,1
nor2b_1,1
nor3b_1,1
or3b_1,1
## repair_timing
action	CTS	global route
hold buffers	0	0
setup endpoints to repair	4	3
gates resized	18	2
pin swaps	2	3
setup buffers	3	1
No activity file was given, so power comes from the tool's default toggle rates.
